==> flow/design.v <==
module uart_rx_to_tx (i_clk, i_rst, i_en, i_rx, o_tx);
parameter OSR = 16;
input wire i_clk;
input wire i_rst;
input wire i_en;
input wire i_rx;
output reg o_tx;
wire [7:0] rx_data;
wire rx_data_ready;
reg _i_rx;
assign _i_rx = ~i_rx;
uart_rx #(
    .OSR(OSR)
) rx (
    .i_divided_clk(i_clk),
    .i_rst(i_rst),
    .i_en(i_en),
    .i_rx(_i_rx),
    .o_data(rx_data),
    .o_ready(rx_data_ready),
    .d_state(),
    .d_data()
);
wire tx_next;
wire tx_ready;
wire [7:0] tx_data;
wire _o_tx;
assign o_tx = ~_o_tx;
uart_tx #(
    .OSR(OSR)
) tx (
    .i_divided_clk(i_clk),
    .i_rst(i_rst),
    .i_en(i_en),
    .i_data(rx_data),
    .i_ready(rx_data_ready),
    .o_next(),
    .o_tx(_o_tx),
    .d_state(),
    .d_data()
);
endmodule
module uart_rx(i_divided_clk, i_rst, i_en, i_rx, o_data, o_ready, d_state, d_data);
parameter START  =  1;  
parameter DATA   =  8;  
parameter STOP   =  2;  
parameter OSR    = 16;  
input wire i_divided_clk;
input wire i_rst;
input wire i_en;
input wire i_rx;
output reg [DATA-1:0] o_data;
initial o_data = 0;
output reg o_ready;
initial o_ready = 0;
localparam START_THRESHOLD          = START * OSR;
localparam START_THRESHOLD_DEBOUNCE = START_THRESHOLD / 4;
localparam START_THRESHOLD_OK       = START_THRESHOLD / 2;
localparam START_BITS               = $clog2(START_THRESHOLD) + 1;
localparam DATA_THRESHOLD           = DATA * OSR;
localparam DATA_BITS                = $clog2(DATA_THRESHOLD) + 1;
localparam D0_THRESHOLD             = (OSR / 2) - 1;
localparam D1_THRESHOLD             = 1*OSR + (OSR / 2) - 1;
localparam D2_THRESHOLD             = 2*OSR + (OSR / 2) - 1;
localparam D3_THRESHOLD             = 3*OSR + (OSR / 2) - 1;
localparam D4_THRESHOLD             = 4*OSR + (OSR / 2) - 1;
localparam D5_THRESHOLD             = 5*OSR + (OSR / 2) - 1;
localparam D6_THRESHOLD             = 6*OSR + (OSR / 2) - 1;
localparam D7_THRESHOLD             = 7*OSR + (OSR / 2) - 1;
localparam STOP_THRESHOLD           = STOP * OSR;
localparam STOP_BITS                = $clog2(STOP_THRESHOLD) + 1;
localparam STATE_RESET              =  0;
localparam STATE_IDLE               =  1;
localparam STATE_START_DEBOUNCE     =  2;
localparam STATE_START_VALID        =  3;
localparam STATE_START              =  4;
localparam STATE_DATA_D0            =  5;
localparam STATE_DATA_D1            =  6;
localparam STATE_DATA_D2            =  7;
localparam STATE_DATA_D3            =  8;
localparam STATE_DATA_D4            =  9;
localparam STATE_DATA_D5            = 10;
localparam STATE_DATA_D6            = 11;
localparam STATE_DATA_D7            = 12;
localparam STATE_DATA_END           = 13;
localparam STATE_STOP               = 14;
output reg [31:0] d_state;
initial d_state = STATE_RESET;
output reg [DATA_BITS-1:0] d_data;
initial d_data = 0;
reg [START_BITS-1:0] start_counter;
initial start_counter = 0;
reg [DATA_BITS-1:0]  data_counter;
initial data_counter = 0;
reg [STOP_BITS-1:0]  stop_counter;
initial stop_counter = 0;
always @(posedge i_divided_clk or posedge i_rst)
begin
    if (1 == i_rst)
    begin
        d_state <= STATE_IDLE;
        start_counter <= 0;
        data_counter <= 0;
        stop_counter <= 0;
        d_data <= 0;
        o_data <= 0;
        o_ready <= 0;
    end
    else if (1 == i_en)
    begin
        case(d_state)
            STATE_IDLE:
            begin
                if (1 == i_rx)
                begin
                    d_state <= STATE_START_DEBOUNCE;
                    start_counter <= 0;
                    o_ready <= 0;
                end
            end
            STATE_START_DEBOUNCE:
            begin
                start_counter <= start_counter + 1;
                if (start_counter >= (START_THRESHOLD_DEBOUNCE - 1)) d_state <= STATE_START_VALID;
            end
            STATE_START_VALID:
            begin
                start_counter <= start_counter + 1;
                if (start_counter < START_THRESHOLD_OK)
                begin
                    if (i_rx == 0) d_state <= STATE_IDLE;
                end
                else d_state <= STATE_START;
            end
            STATE_START:
            begin
                start_counter += 1;
                if (start_counter >= (START_THRESHOLD - 1))
                begin
                    d_state <= STATE_DATA_D0;
                    data_counter <= 0;
                    o_ready <= 0;
                    d_data <= 0;
                end
            end
            STATE_DATA_D0:
            begin
                data_counter <= data_counter + 1;
                if (data_counter >= D0_THRESHOLD)
                begin
                    d_state <= STATE_DATA_D1;
                    d_data[0] <= i_rx;
                end
            end
            STATE_DATA_D1:
            begin
                data_counter <= data_counter + 1;
                if (data_counter >= D1_THRESHOLD)
                begin
                    d_state <= STATE_DATA_D2;
                    d_data[1] <= i_rx;
                end
            end
            STATE_DATA_D2:
            begin
                data_counter <= data_counter + 1;
                if (data_counter >= D2_THRESHOLD)
                begin
                    d_state <= STATE_DATA_D3;
                    d_data[2] <= i_rx;
                end
            end
            STATE_DATA_D3:
            begin
                data_counter <= data_counter + 1;
                if (data_counter >= D3_THRESHOLD)
                begin
                    d_state <= STATE_DATA_D4;
                    d_data[3] <= i_rx;
                end
            end
            STATE_DATA_D4:
            begin
                data_counter <= data_counter + 1;
                if (data_counter >= D4_THRESHOLD)
                begin
                    d_state <= STATE_DATA_D5;
                    d_data[4] <= i_rx;
                end
            end
            STATE_DATA_D5:
            begin
                data_counter <= data_counter + 1;
                if (data_counter >= D5_THRESHOLD)
                begin
                    d_state <= STATE_DATA_D6;
                    d_data[5] <= i_rx;
                end
            end
            STATE_DATA_D6:
            begin
                data_counter <= data_counter + 1;
                if (data_counter >= D6_THRESHOLD)
                begin
                    d_state <= STATE_DATA_D7;
                    d_data[6] <= i_rx;
                end
            end
            STATE_DATA_D7:
            begin
                if (data_counter < D7_THRESHOLD) data_counter <= data_counter + 1;
                else
                begin
                    d_data[7] <= i_rx;
                    d_state <= STATE_DATA_END;
                end
            end
            STATE_DATA_END:
            begin
                if (data_counter < (DATA_THRESHOLD - 1)) data_counter <= data_counter + 1;
                else
                begin
                    stop_counter <= 0;
                    o_data <= d_data;
                    o_ready <= 1;
                    d_state <= STATE_STOP;
                end
            end
            STATE_STOP:
            begin
                if (stop_counter < (STOP_THRESHOLD - 1)) stop_counter <= stop_counter + 1;
                else d_state <= STATE_IDLE;
            end
            default:
            begin
                d_state <= STATE_IDLE;
                start_counter <= 0;
                data_counter <= 0;
                stop_counter <= 0;
                d_data <= 0;
            end
        endcase
    end
end
endmodule
module uart_tx(i_divided_clk, i_rst, i_en, i_data, i_ready, o_next, o_tx, d_state, d_data);
parameter START      = 1;
parameter DATA       = 8;
parameter STOP       = 2;
parameter COOLDOWN   = 1;
parameter OSR        = 16;  
localparam START_THRESHOLD    = START * OSR;
localparam START_BITS         = $clog2(START_THRESHOLD) + 1;
localparam DATA_THRESHOLD     = DATA * OSR;
localparam DATA_BITS          = $clog2(DATA_THRESHOLD) + 1;
localparam STOP_THRESHOLD     = STOP * OSR;
localparam STOP_BITS          = $clog2(STOP_THRESHOLD) + 1;
localparam COOLDOWN_THRESHOLD = COOLDOWN * OSR;
localparam COOLDOWN_BITS      = $clog2(COOLDOWN_THRESHOLD) + 1;
localparam TOTAL_BITS = DATA + STOP + START;
input wire i_divided_clk;
input wire i_rst;
input wire i_en;
input wire [DATA_BITS-1:0] i_data;
input wire i_ready;
output reg o_next;
initial o_next = 0;
output reg o_tx;
initial o_tx = 0;
localparam STATE_RESET    = 0;
localparam STATE_IDLE     = 1;
localparam STATE_START    = 2;
localparam STATE_DATA     = 3;
localparam STATE_STOP     = 4;
localparam STATE_COOLDOWN = 5;
output reg [31:0] d_state;
initial d_state = STATE_RESET;
output reg [DATA_BITS-1:0] d_data;
initial d_data = 0;
reg [START_BITS-1:0] start_bits;
initial start_bits = 0;
reg [DATA_BITS-1:0] data_bits;
initial data_bits = 0;
reg [STOP_BITS-1:0] stop_bits;
initial stop_bits = 0;
reg [COOLDOWN_BITS-1:0] cooldown_bits;
initial cooldown_bits = 0;
always @(posedge i_divided_clk or posedge i_rst)
begin
    if (1 == i_rst)
    begin
        d_data <= 0;
        d_state <= STATE_IDLE;
        stop_bits <= 0;
        cooldown_bits <= 0;
        o_tx <= 0;
        o_next <= 0;
    end
    else if (1 == i_en)
    begin
        case (d_state)
            STATE_IDLE:
            begin
                if (i_ready == 0)  
                begin
                    o_next <= 1;
                end
                else  
                begin
                    d_data <= i_data;
                    d_state <= STATE_START;
                    o_next <= 0;
                    start_bits <= 0;
                end
            end
            STATE_START:
            begin
                if (start_bits < (START_THRESHOLD - 1))
                begin
                    start_bits <= start_bits + 1;
                    o_tx <= 1;
                end
                else
                begin
                    d_state <= STATE_DATA;
                    data_bits <= 0;
                    o_tx <= d_data[0];
                end
            end
            STATE_DATA:
            begin
                data_bits = data_bits + 1;
                if (data_bits < DATA_THRESHOLD)
                begin
                    if (data_bits < OSR) begin
                        o_tx = d_data[0];
                    end
                    else if (data_bits < 2*OSR) begin
                        o_tx = d_data[1];
                    end
                    else if (data_bits < 3*OSR) begin
                        o_tx = d_data[2];
                    end
                    else if (data_bits < 4*OSR) begin
                        o_tx = d_data[3];
                    end
                    else if (data_bits < 5*OSR) begin
                        o_tx = d_data[4];
                    end
                    else if (data_bits < 6*OSR) begin
                        o_tx = d_data[5];
                    end
                    else if (data_bits < 7*OSR) begin
                        o_tx = d_data[6];
                    end
                    else if (data_bits < 8*OSR) begin
                        o_tx = d_data[7];
                    end
                end
                else
                begin
                    d_state <= STATE_STOP;
                    stop_bits <= 0;
                    o_tx <= 1;
                end
            end
            STATE_STOP:
            begin
                if (stop_bits < (STOP_THRESHOLD - 1))
                begin
                    stop_bits <= stop_bits + 1;
                end
                else
                begin
                    o_tx <= 0;
                    d_state <= STATE_COOLDOWN;
                    cooldown_bits <= 0;
                end
            end
            STATE_COOLDOWN:
            begin
                if (cooldown_bits < (COOLDOWN_THRESHOLD - 1))
                begin
                    cooldown_bits <= cooldown_bits + 1;
                end
                else 
                begin
                    d_state <= STATE_IDLE;
                end
            end
            default:
            begin
                d_data <= 0;
                d_state <= STATE_IDLE;
                stop_bits <= 0;
                cooldown_bits <= 0;
                o_tx <= 0;
                o_next <= 0;
            end
        endcase
    end
end
endmodule
==> flow/run.sh <==
#!/bin/bash
# OpenROAD 26Q1-2900-gdf79404cd8, Yosys 0.63+post, stock flow scripts
make -C /OpenROAD-flow-scripts/flow DESIGN_CONFIG=/design/flow/config.mk WORK_HOME=/design/flow/orfs finish
==> flow/config.mk <==
export PLATFORM = sky130hd
export DESIGN_NAME = uart_rx_to_tx
export DESIGN_NICKNAME = uart_rx_to_tx
export VERILOG_FILES = /design/flow/design.v
export SDC_FILE = /design/flow/constraint.sdc
export NUM_CORES = 4
export LEC_CHECK = 1
export CORE_UTILIZATION = 40
==> flow/constraint.sdc <==
current_design uart_rx_to_tx

set clk_period 5.7
set clk_io_pct 0.2

create_clock -name clk0 -period $clk_period [get_ports {i_clk}]

set non_clock_inputs [all_inputs -no_clocks]
set_input_delay [expr $clk_period * $clk_io_pct] -clock clk0 $non_clock_inputs
set_output_delay [expr $clk_period * $clk_io_pct] -clock clk0 [all_outputs]
==> flow_summary_export.csv <==
group,metric,value,unit
die,fp_util,41.3,%
synth,ys_cells,484,
routing,drc,0,
layout,area_delta_synth_final,10.0,%
die,ioPinCount,5,
grt,grt_pass1_vias,3328,
layout,drive_gt1_share,11.2,%
critical_path,end_kind,"register",
grt,grt_pass1_wl,16700,um
layout,utilization,45.4,%
synth,synth-edff-count,13,
clock_network,clk_latency,330,ps
critical_path,path_class,"in2reg",
routing,num_antenna_cells,0,
pwr,ir_drop,0.191,mV
timing,hold_slack,488,ps
die,placementRows,38,
die,die_height,108,um
clock_network,clkSinkCount,76,
routing,wire_per_inst,15.4,um
pwr,p_leak,2.11,nW
routing,dr_total_vias,3647,
timing,finClkSkew,9.37,ps
clock_network,cts_max_path_buffers,2,
die,dieArea,0.0117,sq mm
placement,gp_congestion,0.933,
critical_path,start_kind,"input port",
synth,ys_seq_share,43.6,%
clock_network,cts_inserted_buffers,9,
die,core,0.0109,sq mm
hold_path,min_from,"tx.d_data[5]$_DFFE_PP0P_",
critical_path,r2r_cells,6,
critical_path,regToRegStartpoint,"rx.d_state[0]$_DFFE_PP1P_",
routing,dr.pass1.iters,5,
placement,dp_slack,2310,ps
clock_network,post_cts_buffers,0,
clock_network,cts_root_buffer,"clkbuf_16",
layout,design_area,0.00497,sq mm
run,max_cap_violations,0,
critical_path,r2r-end,"rx.d_state[2]$_DFFE_PP0P_",
critical_path,endpoint,"rx.d_state[2]$_DFFE_PP0P_",
layout,fillers,1047,
timing,min_period,3040,ps
synth,top_cells_by_area,"dfrtp_1 34%, edfxtp_1 8.6%, mux2_2 4.5%",
critical_path,cp_max_fo,11,
clock_network,cts-resized-gates,0,
synth,yosysUniqueCellTypes,68,
pwr,power,1.87,mW
layout,layout_top_cells,"61 x dfrtp_1, 53 x nand2_1, 46 x nor2_1, 35 x o21ai_0, 22 x nand3_1",
synth,syn-instance-count,484,
critical_path,crit_start,"i_rx",
timing,finalSetupTns,0,ps
timing,finalClockPeriodUsage,53.3,%
timing,hold_viol,0,
grt,overflow,0,
critical_path,critPathRequiredTime,5910,ps
timing,timing.final.ws_setup,2660,ps
pwr,power_density,376,mW/mm^2
layout,finalNonFillerCells,623,
clock_network,path_clk_slew,60,ps
synth,ys.flop_type,"dfrtp_1",
grt,grt_max_degree,37,
hold_path,hold_path.class,"reg2reg",
synth,ys.flops,76,
grt,grtUsageTotal,18.5,%
synth,yosysTopAreaCell,"dfrtp_1",
placement,port-buffer-count,4,
clock_network,htreeDepth,3,
placement,dp_hpwl,6740,um
synth,avgSynthCellArea,9.33,sq um
synth,yosys_area,0.00452,sq mm
routing,ant_nets,0,
clock_network,cts_hold_buffers,0,
layout,layout.cells.most_common,"dfrtp_1",
placement,place_area,0.00463,sq mm
routing,via_per_inst,5.85,
timing,setup_viol,0,
synth,yosysWarnings,4,
timing,max_freq,329,MHz
timing,slew-limit-headroom,46.8,%
synth,netlist_area,0.00452,sq mm
critical_path,crit_arrival,3250,ps
critical_path,reg2reg_slack,3010,ps
timing,max_slew.worst_pin.slew,798,ps
routing,drt_iter0_markers,260,
run,warning_count,26,
clock_network,cts_tree,"built",
synth,top_area_share,33.8,%
timing,drv_slew,0,
grt,antenna_found_initial,0,
placement,dp.cells,607,
routing,wirelength,9600,um
timing,rsz0062_at_grt,"false",
synth,synth-async-reset-ratio,82.9,%
run_status,status,"complete, no violations",
die,fp.dieW,108,um
worst max-delay path, cell delays in order:
cell,delay [ps]
clkdlybuf4s50_1,700
o22ai_1,130
a31o_1,210
or4_4,580
nor3_4,160
mux2_1,330
how the worst min path moves through the flow:
stage	cells past startpoint	end	slack, ps
CTS	2	tx.d_data[7]$_DFFE_PP0P_	490
finish	2	tx.d_data[5]$_DFFE_PP0P_	490
global route	2	tx.d_data[7]$_DFFE_PP0P_	510
logic make-up (layout without fill, tap and decap cells):
logic type | count (synthesis) | count (layout) | synth area share, %
XOR/XNOR | 16 | 16 | 3.10
buffers and inverters | 40 | 39 | 4.15
adder cells (fa/ha/maj) | 9 | 9 | 2.49
multiplexers | 24 | 24 | 6.45
AND-OR/OR-AND | 129 | 129 | 19.0
flip-flops | 76 | 76 | 43.6
AND/OR/NAND/NOR | 190 | 190 | 21.2
area by class of cell:
| type | instances | area, sq um | share of cell area (%) |
|---|---|---|---|
| clock inverter | 6 | 110 | 2.22 |
| tap | 140 | 175 | 3.52 |
| timing repair buffer | 8 | 70.1 | 1.41 |
| inverter | 15 | 56.3 | 1.13 |
| clock buffer | 10 | 229 | 4.61 |
| sequential | 76 | 1970 | 39.6 |
| multi-input combinational | 368 | 2360 | 47.5 |
routing by layer:
| metal | GRT usage, % | vias up | part of all wire [%] |
|---|---|---|---|
| met5 | 0 | - | 0 |
| met4 | 2.90 | 0 | 2.2 |
| met3 | 2.70 | 24 | 5.2 |
| met2 | 25.6 | 112 | 43 |
| met1 | 32.4 | 1735 | 50 |
| li1 | - | 1776 | - |
flip-flops by register name (all words and copies together), names as in the netlist, 4 cells and up:
| signal | flops |
|---|---|
| rx.data_counter | 8 |
| tx.start_bits | 5 |
| rx.o_data | 8 |
| tx.d_data | 8 |
| tx.stop_bits | 6 |
| rx.start_counter | 5 |
| tx.data_bits | 8 |
| tx.cooldown_bits | 5 |
| rx.stop_counter | 6 |
| rx.d_data | 8 |
| rx.d_state | 4 |
power by group:
part           leakage [nW]  internal, mW  switching [mW]
registers             0.996         0.605           0.120
clock network         0.161         0.428           0.219
logic                 0.954         0.202           0.296
synth_stat cells, types with 5 or more instances:
cell type,instances
dfrtp_1,61
nand2_1,53
nor2_1,46
o21ai_0,35
nand3_1,22
a21oi_1,21
mux2_2,18
inv_1,15
clkbuf_1,14
edfxtp_1,13
nor3_1,13
o31ai_1,11
a31oi_1,9
ha_1,9
xor2_1,9
and3_1,8
o21ai_1,7
xnor2_1,7
buf_2,6
nand2b_1,6
nand4_1,6
or3_1,6
a21o_1,5
nor2b_1,5
Power figures rest on the tool's default switching activity, not on a simulated workload.
