## flow/design.v

```verilog
module tokenizer(i_clk, i_rst, i_en, 
    i_data, i_ready, 
    i_next, 
    o_eol, o_wc, o_data_ready, o_data);
localparam DATA_WIDTH = 8;  
parameter  WIDTH      = 32;
parameter  LINES      = 2;
parameter  EOL        = "\n";
parameter  WC         = " ";
localparam DATA_WIDTH_BITS  = $clog2(DATA_WIDTH);
localparam WIDTH_BITS       = $clog2(WIDTH);
localparam LINES_BITS       = $clog2(LINES);
input wire i_clk;
input wire i_rst;
input wire i_en;
input wire [DATA_WIDTH-1:0] i_data;
input wire i_ready;
input wire i_next;
output reg o_data_ready;
output reg o_eol;
output reg o_wc;
output reg [DATA_WIDTH-1:0] o_data;
reg [DATA_WIDTH - 1:0]       lines [LINES - 1:0][WIDTH - 1:0];
reg [WIDTH_BITS - 1:0]       width_index;
reg [LINES_BITS - 1:0]       line_index;
reg [WIDTH_BITS - 1:0]       sent_width_index;
reg [LINES_BITS - 1:0]       sent_line_index;
reg prev_i_ready;
reg prev_i_next;
always @(posedge i_clk or posedge i_rst)
begin
    if (1 == i_rst)
    begin
        width_index = 0;
        line_index = 0;
        sent_width_index = 0;
        sent_line_index = 0;
        o_data_ready = 0;
        o_wc = 0;
        o_eol = 0;
        prev_i_ready = 0;
        prev_i_next = 0;
    end
    else if (1 == i_en)
    begin
        if (1 == i_ready && 0 == prev_i_ready)
        begin
            lines[line_index][width_index] = i_data;
            if (i_data == EOL)
            begin
                line_index = line_index + 1;
                width_index = 0;
            end
            else width_index <= width_index + 1;
        end
        if (1 == i_next && prev_i_next == 0)
        begin
            if (line_index != sent_line_index)  
            begin
                o_data = lines[sent_line_index][sent_width_index];
                o_data_ready = 1;
                case (o_data)
                    EOL: 
                    begin
                        o_eol = 1;
                        o_wc = 0;
                        sent_width_index = 0;
                        sent_line_index = sent_line_index + 1;
                    end
                    WC: 
                    begin
                        o_eol = 0;
                        o_wc = 1;
                        sent_width_index = sent_width_index + 1;
                    end
                    default:
                    begin
                        o_eol = 0;
                        o_wc = 0;
                        sent_width_index = sent_width_index + 1;
                    end
                endcase
                o_data_ready = 1;
            end
        end
        prev_i_ready = i_ready;
        prev_i_next = i_next;
    end
end
endmodule
```

## flow/run.sh

```bash
#!/bin/bash
# OpenROAD 26Q1-2900-gdf79404cd8, Yosys 0.63+post, stock flow scripts
make -C /OpenROAD-flow-scripts/flow DESIGN_CONFIG=/design/flow/config.mk WORK_HOME=/design/flow/orfs finish
```

## flow/config.mk

```make
export PLATFORM = sky130hd
export DESIGN_NAME = tokenizer
export DESIGN_NICKNAME = tokenizer
export VERILOG_FILES = /design/flow/design.v
export SDC_FILE = /design/flow/constraint.sdc
export NUM_CORES = 4
export LEC_CHECK = 1
export CORE_UTILIZATION = 40
```

## flow/constraint.sdc

```tcl
current_design tokenizer

set clk_period 8.4
set clk_io_pct 0.2

create_clock -name clk0 -period $clk_period [get_ports {i_clk}]

set non_clock_inputs [all_inputs -no_clocks]
set_input_delay [expr $clk_period * $clk_io_pct] -clock clk0 $non_clock_inputs
set_output_delay [expr $clk_period * $clk_io_pct] -clock clk0 [all_outputs]
```

==> reports/results.txt <==
DRC = 0
Synth logic family = multiplexers
FP Rows = 99
vias in the first global route = 21,855
setup TNS = 0 ns
gate count of the mapped netlist = 2,377
drt first pass iters = 22
top cells by area, synth = edfxtp_1 53%, mux2_2 17%, nand2_1 2.6%
Post-synth seq share = 54.15%
static leakage = 0.01134 uW
Synth top cells by count = 520 x edfxtp_1, 442 x mux2_2, 204 x nand2_1, 123 x clkbuf_1, 107 x nor2_1
# Cells Yosys = 2,377
FMAX = 140.5 MHz
flip-flops with a built-in enable = 520
final hold viol count = 0
Req. time, crit path = 8.90 ns
buffer count from post-CTS setup fixing = 0
DP HPWL = 78.51 mm
synthesized area = 29,620 sq um
I/O Pins = 24
Routed WL = 112.5 mm
CP endpoint kind = flop
CTS Buffer Depth = 3
Die X = 274.1 um
initial antenna violation count = 4
CTS root buffer = clkbuf_16
register area = 16,040 sq um
fin cells = 3,457
die area = 75,150 sq um
Netlist cell types = 102
Commonest flop = edfxtp_1
Final Cell Area = 33,300 sq um
Top cell area share = 52.71%
largest net degree at the start of global routing = 118
ys async rst share = 3.166%
DR iter-0 viols = 1,941
grt ovf = 0
DR vias = 22,104
CTS tree = built
Synth Area in Adders = 0.3801%
first-pass GRT wire length = 161.2 mm
max-slew violation count = 0
Worst Skew = 0.03133 ns
VDD IR max = 178.1 uV
period utilization = 84.71%
# diodes = 0
WL per Instance = 32.54 um
Yosys top cell by area = edfxtp_1
Crit path arrival time = 7.62 ns
Chip Area, Yosys = 29,620 sq um
Hold Path Class = flop to flop
fp util = 40.53%
Post-DP Area = 31,480 sq um
Core Box Area = 73,080 sq um
status = finished clean
comb. cell area = 12,710 sq um
post_cts resized = 0
CP Launch Type = flop
total clock sinks = 537
total power per unit cell area = 276.6 nW/um^2
XOR/XNOR Area Share = 0.08870%
Compound Share, Synth = 12.05%
simple share = 11.39%
most frequent cell after synthesis = edfxtp_1
Flops after synth = 537
area fraction in mux cells = 18.91%
share of cells above drive strength 1 = 30.34%
kind of critical path = flop to flop
Slew headroom = 29.09%
Crit Path Max Fanout = 15
cell count after placement = 3,350
Max Cap Viol = 0
H-tree depth = 2
RSZ-0062 raised after global routing = no
Final min period = 7.116 ns
CTS Buf Count = 58
post-route antenna net violation count = 0
Die Y = 274.1 um
Mean Syn Cell Area = 12.46 sq um
Syn. warnings = 2
I/O Buffers = 23
slew at the pin with the worst max-slew slack = 1.056 ns
GPL Wtd Cong = 1.051
number of OpenROAD warnings = 35
Worst-path clk slew = 0.06 ns
cts hold-fix bufs = 0
filler cell count = 6,540
vias per cell = 6.394
P&R area growth vs syn = 12.42%
clk latency of the worst-skew pair = 0.66 ns
all-layer global routing usage = 32.18%
# setup viols final = 0
-- placed cells by master, fill, tap and decap left out, types with 18 or more instances in the layout --
cell type,count
edfxtp_1,520
mux2_2,442
nand2_1,204
buf_4,146
nor2_1,104
o21ai_0,102
a22oi_1,73
inv_1,60
clkbuf_16,58
nand3_1,50
a21oi_1,47
mux2i_1,46
a22o_1,42
a32oi_1,38
nand4_1,36
nor3_1,32
a32o_1,28
nor4_1,21
clkinv_2,18
-- kinds of logic (layout without fill, tap and decap cells) --
| group | count (synthesis) | in the layout |
|---|---|---|
| AOI/OAI and AO/OA | 481 | 481 |
| muxes | 501 | 501 |
| xor gates and xnor gates | 3 | 3 |
| adders and majority gates | 9 | 9 |
| and+or+nand+nor | 630 | 630 |
| buffers and inverters | 216 | 337 |
| DFF | 537 | 537 |
-- critical path, stage by stage (launching register included) --
cell       delay, ns
dfrtp_1         0.44
inv_1           0.11
ha_1            0.42
o211ai_2        0.58
o22ai_2         0.32
or4_1           0.69
or4_1           0.57
buf_4           0.24
nor2_2          0.49
mux2_2          0.41
a32o_1          0.25
a2111oi_0       0.82
nand4b_1        0.31
o32a_1          0.41
or4b_4          0.53
nor3_4          0.24
o32ai_1         0.13
-- registers in the layout (all words and copies together) (netlist names) --
name	count
prev_i_next	1
o_data_ready	1
lines	512
o_wc	1
prev_i_ready	1
o_eol	1
line_index	1
o_data	8
sent_width_index	5
width_index	5
sent_line_index	1
-- cell type report --
| class | instances | share of cell area (%) |
|---|---|---|
| clock inverters | 41 | 1.033 |
| repair buffers | 169 | 3.907 |
| multi-input cells | 1624 | 38.15 |
| clock buffers | 66 | 4.448 |
| inverters | 61 | 0.6876 |
| well taps | 959 | 3.603 |
| flip-flops and latches | 537 | 48.17 |
-- power breakdown --
part           internal (uW)  switching [uW]
Combinational           1180            2100
Sequential              3370            61.4
Clock                   1390            1120
Total                   5930            3280
-- final timing paths --
| path | startpoint | end | slack [ns] | depth (start not counted) |
|---|---|---|---|---|
| min reg2reg | o_data_ready | o_data_ready | 0.48 | 1 |
| min | o_data_ready | o_data_ready | 0.48 | 1 |
| min in group asynchronous | i_rst | prev_i_next | 1.60 | 2 |
| max reg2reg | width_index[0] | sent_width_index[2] | 1.28 | 16 |
| max in group asynchronous | i_rst | sent_width_index[1] | 6.25 | 3 |
| max | width_index[0] | sent_width_index[2] | 1.28 | 16 |
-- layer usage --
metal  track usage (%)  vias up  routed length (um)
li1                  -     9535                   -
met1             45.69    11078               43630
met2             44.63     1238               48520
met3             15.39      249               14630
met4             12.24        4                5679
met5                 0        -                  23
-- stage by stage --
stage / utilization (%) / total power, uW / hold slack, ns / worst slack, ns
5_1_grt: 45.57 / 9534 / 0.5184 / 1.108
2_1_floorplan: - / 5612 / 0.4084 / -1.357
6_report: 45.57 / 9210 / 0.4824 / 1.284
4_1_cts: 45.57 / 9180 / 0.4793 / 1.377
3_5_place_dp: 43.07 / 6678 / 0.4601 / 0.7341
3_3_place_gp: 43.07 / 6668 / 0.4590 / 0.8168
Power is estimated from default activity; no workload was simulated.
