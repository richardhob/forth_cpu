### config.mk
export PLATFORM = sky130hd
export DESIGN_NAME = fifo
export DESIGN_NICKNAME = fifo
export VERILOG_FILES = /design/flow/design.v
export SDC_FILE = /design/flow/constraint.sdc
export NUM_CORES = 4
export LEC_CHECK = 1
export CORE_UTILIZATION = 40
### constraint.sdc
current_design fifo

set clk_period 12.1
set clk_io_pct 0.2

create_clock -name clk0 -period $clk_period [get_ports {i_clk}]

set non_clock_inputs [all_inputs -no_clocks]
set_input_delay [expr $clk_period * $clk_io_pct] -clock clk0 $non_clock_inputs
set_output_delay [expr $clk_period * $clk_io_pct] -clock clk0 [all_outputs]
### design.v
module fifo(i_clk, i_rst, i_en, 
    i_set, i_get, i_data,
    o_data, o_set, o_get);
parameter WIDTH = 8;  
parameter DEPTH = 256;  
input wire i_clk;
input wire i_rst;
input wire i_en;
input wire i_set;
input wire i_get;
input wire [WIDTH-1:0] i_data;
output reg o_set;
initial o_set = 0;
output reg o_get;
initial o_get = 0;
output reg [WIDTH-1:0] o_data;
initial o_data = 0;
reg [WIDTH-1:0] _data [DEPTH-1:0];
reg [$clog2(DEPTH)-1:0] _i_pointer;
initial _i_pointer = 0;
reg [$clog2(DEPTH)-1:0] _o_pointer;
initial _o_pointer = 0;
always @(posedge i_clk or posedge i_rst)
begin
    if (i_rst)
    begin
        _i_pointer <= 0;
        _o_pointer <= 0;
        o_data <= 0;
        o_set <= 0;
        o_get <= 0;
    end
    else if (i_en)
    begin
        if (i_set & ~o_set)
        begin
            _data[_i_pointer] <= i_data;
            _i_pointer <= _i_pointer + 1;
            o_set <= 1;
        end
        else o_set <= 0;
        if (i_get & ~o_get)
        begin
            o_data <= _data[_o_pointer];
            _o_pointer <= _o_pointer + 1;
            o_get <= 1;
        end
        else o_get <= 0;
    end
end
endmodule
### run.sh
#!/bin/bash
# OpenROAD 26Q1-2900-gdf79404cd8, Yosys 0.63+post, stock flow scripts
make -C /OpenROAD-flow-scripts/flow DESIGN_CONFIG=/design/flow/config.mk WORK_HOME=/design/flow/orfs finish
==> run summary <==
run results: final hold vios 0, setup TNS 0 ns, WL final between 500 and 600 mm, Layout Skew 0.0805 ns, clock-pin slew on the worst setup and hold paths roughly 0.07 ns, failing checks max-capacitance violations, max-slew violations, dominant synthesized flop cell edfxtp_1, maximum vdd ir drop approximately 0.17 mV, period utilization 0.558, max_slew headroom -0.148, final setup fails 0, fin. max-slew vios between 60 and 70, hold buffer count at cts 0, Post-synth EDFFs a little over 2000, dpl ws about 6.1 ns, clk latency late pin 0.97 ns, ys cells just under 5000, largest area contributor in the netlist edfxtp_1, clk sinks 2074, classification of the worst-slack hold path reg2reg, crit start category flip-flop, drt wl/cell 68.2 um, Core Region approximately 0.20 mm2, Critical Path Fanout Max 29, GRT Total Usage 0.630, share of layout cells above drive strength 1 0.197, Mapped Avg Cell Area about 16 um2, outcome finished with violations, Synth async-reset ratio 0.0125, WS Path Type reg2reg, worst-path cell chain buf_4 -> and4_4 -> buf_4 -> buf_4 -> a22oi_1 -> o22ai_1 -> a2111oi_2 -> nand4_1 -> nor3_1 -> nand4_1 -> or4_1 -> o221a_2, Final Wtd Congestion between 1 and 1.5, total CTS buffers 219, Synth Seq Share 0.781, CTS Buffer Depth 3, Pwr Density 204 mW/mm2, Critical Path End o_data[7]$_DFFE_PP0P_, Reg2Reg Depth 12, RSZ-0062 raised after global routing false, Hold Slack between 0.5 and 0.6 ns, worst path bufs/invs 3, PostCTS Resize Cnt 0, Least-Margin Pin Slew 1.70 ns, leakage 29.5 nW, setup bufs post-CTS 0, Final ANT Viol Nets 0, CP startpoint _o_pointer[7]$_DFFE_PP0P_, setup ws final around 5.3 ns, slowest CP cell a22oi_1, most frequent cell on the critical path buf_4, detailed-route via count 64800, FF-to-FF End o_data[7]$_DFFE_PP0P_, IO buf count 22, crit path DAT 7.60 ns, initial antenna violation count about 95, die area about 0.20 mm2, Via density ~7.7, Die Wd 448 um, global-route wire length before repair approximately 710 mm, DRC Markers 0, FMAX between 100 and 150 MHz, vertical die size approximately 450 um, Yosys warning count 2, peak per-stage delay on the critical path ~1.2 ns, synth unique cells 88, Mapped Area around 0.08 mm2, design area ~0.095 mm2, total of max-cap violations 12, cell family with most CP delay AND-OR/OR-AND gates, WP depth 12, Top cell excl fill/tap edfxtp_1, Post-Synthesis Cells about 5000, worst flop-to-flop path startpoint _o_pointer[7]$_DFFE_PP0P_, r2r setup slk between 5 and 6 ns, CP Data Required Time around 13 ns, Top-area cell share 0.772, Clock H-tree levels 4, Top cells by area edfxtp_1 (77%), a22oi_1 (5.8%), nor2_1 (2.1%), drt first pass iters 12, most frequent cells in the layout edfxtp_1 (2048), buf_4 (660), a22oi_1 (618), nor2_1 (424), clkbuf_16 (221), FP Core Util 0.403, CTS Root Buffer Type clkbuf_16, largest net degree at the start of global routing between 80 and 90, Critical Path Sink Type flip-flop, # rows about 160, OpenROAD warnings 34, crit path time final just under 7 ns, hpwl dp 413 mm, CTS tree done, Starting DRT DRC Count between 9000 and 10000, total congestion overflow 0, placed instance area around 0.087 mm2, I/O Pins 23, vias in the first global route approximately 63000, Layout area overhead 18.9%, Yosys reg bits ~2100, yosys stat area roughly 0.08 mm2
==> worst min-delay path by stage <==
stage | start | end | slack [ns] | cells after the start
6_report | _data[0][7]$_DFFE_PP_ | o_data[7]$_DFFE_PP0P_ | 0.54 | 1
5_1_grt | _data[0][7]$_DFFE_PP_ | o_data[7]$_DFFE_PP0P_ | 0.55 | 1
4_1_cts | _data[0][4]$_DFFE_PP_ | o_data[4]$_DFFE_PP0P_ | 0.52 | 1
==> kinds of logic after synthesis <==
group | count (synthesis) | share of synthesized area
flip-flops | 2074 | 0.781
XOR/XNOR | 16 | 0.00176
multiplexers | 25 | 0.00319
adder cells (fa/ha/maj) | 8 | 0.00126
buffers and inverters | 341 | 0.0197
AND-OR/OR-AND | 1365 | 0.128
AND/OR/NAND/NOR | 1055 | 0.0652
==> cell usage after synthesis (all sizes together), types with 7 or more instances <==
library cell,number
edfxtp,2048
a22oi,621
nor2,450
buf,185
nand2,162
o22ai,143
clkbuf,142
a32oi,126
a21oi,117
a22o,91
nand4,89
nand3,82
nor4,68
nor3,66
o21ai,57
a221oi,51
a222oi,39
dfrtp,26
mux2i,22
nor2b,22
a2111oi,19
a31oi,18
a32o,18
and3,18
or4,15
inv,14
xnor2,14
o211ai,12
nand3b,11
and3b,8
ha,8
o31ai,8
nand2b,7
==> layer usage <==
metal	GRT usage	vias up	wire [um]	part of all wire
met2	0.723	8513	212000	0.37
met1	0.622	31600	158000	0.28
li1	-	21600	-	-
met3	0.606	2839	127000	0.22
met4	0.504	243	65500	0.11
met5	0.529	-	12600	0.022
==> metrics by stage <==
stage | instances | utilization | total power, mW
CTS | 8293 | 0.477 | 18.7
finish | 8437 | 0.479 | 19.3
floorplan | 4884 | - | 9.52
detailed placement | 7888 | 0.441 | 12.0
global route | 8392 | 0.478 | 19.1
global placement | 7881 | 0.440 | 12.0
==> state kept, by name (all words and copies together), names as in the netlist <==
register / flops
_data: 2048
_i_pointer: 8
_o_pointer: 8
o_data: 8
o_get: 1
o_set: 1
==> where the power goes <==
group | switching, mW | internal, mW | total [mW]
Sequential | 0.103 | 7.94 | 8.04
Combinational | 3.49 | 0.873 | 4.36
Clock | 3.05 | 3.81 | 6.86
==> area by class of cell <==
| cell class | count | area [um2] |
|---|---|---|
| Tap cell | 2640 | 3300 |
| Inverter | 14 | 52.6 |
| Antenna cell | 141 | 353 |
| Clock buffer | 264 | 5700 |
| Clock inverter | 141 | 1430 |
| Fill cell | 16600 | 103000 |
| Multi-Input combinational cell | 2469 | 16200 |
| Sequential cell | 2074 | 62200 |
| Timing Repair Buffer | 694 | 5400 |
==> worst reg2reg max path, delay by kind of cell (launching register included) <==
kind	cells	cell delay, ns
AND/OR/NAND/NOR	5	2.17
buffers and inverters	3	1.12
flip-flops	1	0.59
AND-OR/OR-AND	4	2.80
Power and IR drop assume default switching activity.
